<file path="design/flow/config.mk">
export PLATFORM = sky130hd
export DESIGN_NAME = avalon_aes_interface
export DESIGN_NICKNAME = avalon_aes_interface
export VERILOG_FILES = /design/flow/design.v
export SDC_FILE = /design/flow/constraint.sdc
export NUM_CORES = 4
export LEC_CHECK = 1
export CORE_UTILIZATION = 40
</file>
<file path="design/flow/constraint.sdc">
current_design avalon_aes_interface

set clk_period 7.0
set clk_io_pct 0.2

create_clock -name clk0 -period $clk_period [get_ports {CLK}]

set non_clock_inputs [all_inputs -no_clocks]
set_input_delay [expr $clk_period * $clk_io_pct] -clock clk0 $non_clock_inputs
set_output_delay [expr $clk_period * $clk_io_pct] -clock clk0 [all_outputs]
</file>
<file path="design/flow/design.v">
module avalon_aes_interface (
	input logic CLK,
	input logic RESET,
	input  logic AVL_READ,					 
	input  logic AVL_WRITE,					 
	input  logic AVL_CS,						 
	input  logic [3:0] AVL_BYTE_EN,		 
	input  logic [3:0] AVL_ADDR,			 
	input  logic [31:0] AVL_WRITEDATA,	 
	output logic [31:0] AVL_READDATA,	 
	output logic [31:0] EXPORT_DATA		 
);
logic [31:0] reg_file[16];	 
int n;
 always_ff @(posedge CLK) begin
	if (RESET) begin
		for (n = 0; n < 16; n++) begin
			reg_file[n] <= 32'd0;
		end
	end
	else if (AVL_WRITE && AVL_CS) begin
		if (AVL_BYTE_EN[3]) begin	 
			reg_file[AVL_ADDR][31:24] <= AVL_WRITEDATA[31:24];
		end
		if (AVL_BYTE_EN[2]) begin	 
			reg_file[AVL_ADDR][23:16] <= AVL_WRITEDATA[23:16];
		end
		if (AVL_BYTE_EN[1]) begin	 
			reg_file[AVL_ADDR][15:8] <= AVL_WRITEDATA[15:8];
		end
		if (AVL_BYTE_EN[0]) begin	 
			reg_file[AVL_ADDR][7:0] <= AVL_WRITEDATA[7:0];
		end
	end
 end
 assign AVL_READDATA = (AVL_READ && AVL_CS) ? reg_file[AVL_ADDR] : 32'd0;
 assign EXPORT_DATA = {reg_file[4][31:16], reg_file[7][15:0]};
endmodule
</file>
<file path="design/flow/run.sh">
#!/bin/bash
# OpenROAD 26Q1-2900-gdf79404cd8, Yosys 0.63+post, stock flow scripts
make -C /OpenROAD-flow-scripts/flow DESIGN_CONFIG=/design/flow/config.mk WORK_HOME=/design/flow/orfs finish
</file>
==> results.yml <==
# flow metrics
final_layout:
  largest_reg_flops: 512
  design_area_um2: 27000
  synthToLayoutAreaGrowth_pct: 12.8
  num-fill-cells: 5035
  top_regs: "reg_file x512"
  drive_gt1_share_pct: 16.6
  regMostFlops: "reg_file"
  final_cell_mix: "and2_1, edfxtp_1, clkdlybuf4s50_1"
  comb_area_um2: 7870
  seq_area_um2: 15400
clock_tree:
  post_cts_resized: 0
  clockBufferDepth: 3
  htreeDepth: 2
  clock-sinks: 512
  cts_inserted_buffers: 51
  post_cts_buffers: 0
  cts_tree: "built"
  hold_buffers: 0
  cts_root_buf: "clkbuf_16"
  clk_pin_slew_ns: 0.06
drt:
  routed_wl_um: 57600
  vias: 13000
  post_drt_wl_per_cell_um: 23.1
  drc_errors: 0
  firstDrtPassIters: 4
  drt_first_iter_violations: 689
  viasPerCell: 5.23
  ant_nets: 0
timing:
  worst_slack_ns: 1.47
  setup_viol: 0
  max_slew_margin_pct: 31.9
  hold_viol: 0
  setup-tns-final_ns: 0
  worst_hold_slack_ns: 1.92
  slew_violations: 0
  fin_crit_ns: 5.53
  fmax_ghz: 0.181
  tightest_slew_ns: 1.02
  finalCritPeriodShare_pct: 79.0
  grt_setup_unrepaired: "false"
die:
  core_util_floorplan_pct: 40.5
  dieArea_um2: 60800
  die_w_um: 247
  coreArea_um2: 59000
  row_count: 89
  die_y_um: 247
  io_pins: 109
synthesis:
  ys.flops: 512
  ys_chip_area_um2: 23900
  ys_types: 28
  top_cell_area_share_pct: 64.3
  ys_seq_share_pct: 64.3
  syn_inst: 1634
  yosys-stat-cells: 1634
  netlist_top_cells_area: "edfxtp_1, and2_1, mux4_2"
  syn_area_um2: 23900
  synth_warnings: 1
  synth_top_cell_by_area: "edfxtp_1"
  synth.avg_cell_area_um2: 14.6
setup_path:
  cp.required_ns: 5.60
  critPathMaxFanout: 32
  crit_type: "in -> out"
  cp-start-kind: "input port"
  worst_ep_arrival_time_ns: 4.13
  critPathCaptureType: "primary output"
flow_run:
  warnings: 25
  drv_cap: 0
global_routing:
  grt_max_degree: 84
  grt_pass1_vias: 13700
  antenna_found_initial: 1
  grtUsageTotal_pct: 21.0
  grt_overflow: 0
  grt_first_pass_wirelength_um: 86300
placed_design:
  placement.io_buffers: 108
  place_hpwl_um: 36900
  placed_cell_area_um2: 25500
  gp_congestion: 0.832
  pre_cts_slack_ns: 1.54
min_path:
  hold_class: "in -> reg"
power:
  peakVddDrop_uv: 183
  power_density_nw_per_um2: 245
  p_leak_nw: 9.28
run_status:
  status: "completed"
power by group:
part           switching, mW  internal (mW)  total, mW
clock                   1.11           1.44       2.55
sequential            0.0453           3.53       3.57
combinational          0.283          0.216      0.499
per-layer routing:
layer / global-route usage [%] / vias up / routed length [um] / part of all wire, %
li1: - / 6080 / - / -
met1: 29.1 / 6338 / 22500 / 39
met2: 30.7 / 527 / 26600 / 46
met3: 12.2 / 81 / 7150 / 12
met4: 3.92 / 2 / 1260 / 2.2
met5: 0.245 / - / 13 / 0.023
critical path, stage by stage:
cell             delay [ns]
clkdlybuf4s50_1        0.75
nand2_1                0.19
buf_4                  0.46
o22ai_1                0.19
o31ai_1                0.55
clkdlybuf4s50_1        0.58
worst paths after layout:
kind | startpoint | cells after the start | to | slack, ns
setup / recovery | AVL_ADDR[3] | 6 | AVL_READDATA[30] | 1.47
hold / removal | RESET | 3 | reg_file[14][7]$_SDFFCE_PN0P_ | 1.92
cells by family (layout without fill, tap and decap cells):
group / count (synthesis) / count (layout) / share of synthesized area [%]
buf+inv: 135 / 217 / 2.86
mux: 192 / 192 / 11.7
other cells: 0 / 1 / 0
flops: 512 / 512 / 64.3
compound gates: 128 / 128 / 4.02
simple gates: 667 / 667 / 17.1
synth_stat cells, drive strengths merged:
cell / number
a22o: 32
a22oi: 32
and2: 512
and4: 1
and4b: 1
buf: 73
clkbuf: 62
edfxtp: 512
mux2: 64
mux2i: 64
mux4: 64
nand2: 1
nand2b: 1
nand3b: 1
nand4: 1
nand4b: 8
nand4bb: 6
nor2: 65
nor2b: 1
o22ai: 32
o31ai: 32
or2: 64
or4: 1
or4b: 4
layout make-up:
class,instances,area share (%)
Multi-Input combinational cell,987,29.2
Clock buffer,66,5.10
Sequential cell,512,57.0
Tap cell,773,3.58
Clock inverter,23,0.566
Timing Repair Buffer,128,4.60
Antenna cell,1,0.00927
through the flow:
step	cells	utilization, %	total power, mW
detailed placement	2400	43.1	4.14
global placement	2400	43.1	4.13
CTS	2489	45.7	6.68
floorplan	1634	-	3.92
finish	2490	45.7	6.62
global route	2489	45.7	6.84
Power is estimated from default activity; no workload was simulated.
